### ./design.v
module BypassFIFO #(
    parameter DATA_WD = 32
) (
    input                       clk,
    input                       rst_n,
    input                       valid_pre_i,     
    input   [DATA_WD-1:0]       data_pre_i,      
    output                      ready_pre_o,     
    output                      valid_post_o,    
    output  [DATA_WD-1:0]       data_post_o,     
    input                       ready_post_i     
);
    reg                     valid_buf; 
    reg     [DATA_WD-1:0]   data_buf;   
    always @(posedge clk or negedge rst_n) begin
        if(!rst_n) begin
            valid_buf <= 1'b0;
        end else if(ready_post_i) begin  
            valid_buf <= 1'b0;
        end else if(ready_pre_o && !ready_post_i) begin
            valid_buf <= valid_pre_i;            
        end 
    end
    always @(posedge clk or negedge rst_n) begin
        if(!rst_n) begin
            data_buf  <= 'b0;
        end else if(ready_pre_o && !ready_post_i) begin
            data_buf  <= data_pre_i;                
        end 
    end
    assign ready_pre_o  = !valid_buf;  
    assign valid_post_o = valid_buf ? valid_buf: valid_pre_i;  
    assign data_post_o  = valid_buf ? data_buf : data_pre_i;
endmodule
module BypassFIFO_wrap #(
    parameter DEPTH = 6,
    parameter DATA_WD = 32
) (
    input                       clk,
    input                       rst_n,
    input                       valid_pre_i,     
    input   [DATA_WD-1:0]       data_pre_i,      
    output                      ready_pre_o,     
    output                      valid_post_o,    
    output  [DATA_WD-1:0]       data_post_o,     
    input                       ready_post_i     
);
    wire [DEPTH:0]      valids; 
    wire [DEPTH:0]      readys;
    wire [DATA_WD-1:0]  data [DEPTH: 0];
    assign valids[0]        = valid_pre_i;
    assign data[0]          = data_pre_i;
    assign ready_pre_o      = readys[0];
    assign valid_post_o     = valids[DEPTH];
    assign data_post_o      = data[DEPTH];
    assign readys[DEPTH]    = ready_post_i;
    genvar i;
    generate
        for (i = 1; i < DEPTH+1; i = i + 1) begin
            BypassFIFO #(
                .DATA_WD     (DATA_WD            )
            ) u_buffer_unit(
                .clk         (clk                ),
                .rst_n       (rst_n              ),
                .valid_pre_i (valids[i-1]        ),
                .data_pre_i  (data[i-1]          ),
                .ready_pre_o (readys[DEPTH-i]    ),
                .valid_post_o(valids[i]          ),
                .data_post_o (data[i]            ),
                .ready_post_i(readys[DEPTH+1-i]  )
            );
        end
    endgenerate
endmodule
`resetall
`timescale 1ns / 1ps
`default_nettype none
module DataInserterStream #(
    parameter DATA_WD = 32,
    parameter DATA_BYTE_WD = DATA_WD / 8
) (
    input                           clk,
    input                           rst,
    input                           s00_axis_tvalid,
    input   [DATA_WD-1 : 0]         s00_axis_tdata,
    input   [DATA_BYTE_WD-1 : 0]    s00_axis_tkeep,
    output                          s00_axis_tready,
    input                           s01_axis_tvalid,
    input   [DATA_WD-1 : 0]         s01_axis_tdata,
    input   [DATA_BYTE_WD-1 : 0]    s01_axis_tkeep,
    input                           s01_axis_tlast,
    output                          s01_axis_tready,
    output                          m_axis_tvalid,
    output  [DATA_WD-1 : 0]         m_axis_tdata,
    output  [DATA_BYTE_WD-1 : 0]    m_axis_tkeep,
    output                          m_axis_tlast,
    input                           m_axis_tready
);
    reg                         header_valid_reg;
    reg [DATA_WD-1 : 0]         header_data_reg ;
    reg [DATA_BYTE_WD-1 : 0]    header_keep_reg ;
    reg                         data_valid_reg;
    reg [DATA_WD-1 : 0]         data_data_reg ;
    reg [DATA_BYTE_WD-1 : 0]    data_keep_reg ;
    reg                         data_last_reg;
    reg                         res_valid_reg;
    reg [DATA_WD-1 : 0]         res_data_reg ;
    reg [DATA_BYTE_WD-1 : 0]    res_keep_reg ;
    reg [DATA_WD-1 : 0]         res_data_shift;
    reg [DATA_BYTE_WD-1 : 0]    res_keep_shift;
    reg [2*DATA_WD-1 : 0]       concat_data;
    reg [2*DATA_BYTE_WD-1 : 0]  concat_keep;
    reg [2*DATA_WD-1 : 0]       concat_data_shift;
    reg [2*DATA_BYTE_WD-1 : 0]  concat_keep_shift;
    integer idx;
    reg send_header_reg;
    reg last_sv_reg;
    reg tlast_gen;
    reg tail_valid_reg;
    always @(posedge clk) begin
        if(rst) begin
            send_header_reg <= 1'b1;
        end else if(m_axis_tvalid && m_axis_tready) begin
            send_header_reg <= m_axis_tlast;
        end
    end
    always @(posedge clk) begin
        if(rst) begin
            last_sv_reg <= 1'b0;
        end else if(s01_axis_tvalid && s01_axis_tready && s01_axis_tlast) begin
            last_sv_reg <= 1'b1;
        end else if(  m_axis_tvalid &&   m_axis_tready &&   m_axis_tlast) begin
            last_sv_reg <= 1'b0;
        end
    end
    always @(posedge clk) begin
        if(rst) begin
            header_valid_reg <= 1'b0;
            header_data_reg  <= 'b0;
            header_keep_reg  <= 'b0;
        end else if(s00_axis_tready) begin
            header_valid_reg <= s00_axis_tvalid;
            header_data_reg  <= s00_axis_tdata;
            header_keep_reg  <= s00_axis_tkeep;
        end else if(m_axis_tready && m_axis_tvalid && m_axis_tlast) begin
            header_valid_reg <= 1'b0;
        end
    end
    always @(posedge clk) begin
        if(rst) begin
            data_valid_reg <= 1'b0;
            data_data_reg  <= 'b0;
            data_keep_reg  <= 'b0;
            data_last_reg  <= 1'b0;
        end else if(s01_axis_tready) begin
            data_valid_reg <= s01_axis_tvalid;
            data_data_reg  <= s01_axis_tdata;
            data_keep_reg  <= s01_axis_tkeep;
            data_last_reg  <= s01_axis_tlast;
        end else if(m_axis_tready && m_axis_tvalid) begin
            if(!last_sv_reg)
                data_valid_reg <= 1'b0;
        end 
    end
    always @(*) begin
        if(rst) begin
            concat_data = 'b0;
            concat_keep = 'b0;
        end else begin
            concat_data = 'b0;
            concat_keep = 'b0;
            if(header_valid_reg && send_header_reg) begin  
                concat_data[2*DATA_WD-1      : DATA_WD]      = header_data_reg;
                concat_keep[2*DATA_BYTE_WD-1 : DATA_BYTE_WD] = header_keep_reg;
            end
            if(res_valid_reg) begin                   
                concat_data[2*DATA_WD-1      : DATA_WD]      = res_data_shift;
                concat_keep[2*DATA_BYTE_WD-1 : DATA_BYTE_WD] = res_keep_shift;            
            end
            if(data_valid_reg && ((header_valid_reg && send_header_reg) | !send_header_reg) && !tail_valid_reg) begin  
                concat_data[DATA_WD-1      : 0]              = data_data_reg;
                concat_keep[DATA_BYTE_WD-1 : 0]              = data_keep_reg;
            end
        end
    end
    always @(*) begin
        concat_data_shift = concat_data;  
        concat_keep_shift = concat_keep;  
        for( idx = 0; idx<DATA_BYTE_WD; idx = idx + 1) begin
            if(!concat_keep_shift[2*DATA_BYTE_WD-1]) begin
                concat_data_shift = concat_data_shift << 8;
                concat_keep_shift = concat_keep_shift << 1;
            end
        end
    end
    always @(posedge clk) begin
        if(rst) begin
            res_valid_reg <= 1'b0;
            res_data_reg  <= 'b0;
            res_keep_reg  <= 'b0;
        end else if(m_axis_tvalid && m_axis_tready) begin
            res_valid_reg <= concat_keep_shift[DATA_BYTE_WD-1];
            res_data_reg  <= concat_data_shift[DATA_WD-1      : 0];
            res_keep_reg  <= concat_keep_shift[DATA_BYTE_WD-1 : 0];
        end
    end
    always @(*) begin
        res_data_shift = res_data_reg;  
        res_keep_shift = res_keep_reg;  
        for( idx = 0; idx<DATA_BYTE_WD-1; idx = idx + 1) begin
            if(!res_keep_shift[0]) begin
                res_data_shift = res_data_shift >> 8;
                res_keep_shift = res_keep_shift >> 1;
            end
        end
    end
    always @(posedge clk) begin
        if(rst) begin
            tail_valid_reg <= 1'b0;
        end else if(last_sv_reg && m_axis_tready && header_valid_reg) begin  
            tail_valid_reg <= concat_keep_shift[DATA_BYTE_WD-1];
        end else if(m_axis_tready && m_axis_tlast) begin
            tail_valid_reg <= 1'b0;
        end
    end  
    always @(*) begin
        if(rst) begin
            tlast_gen = 1'b0;
        end else if(last_sv_reg && m_axis_tready && header_valid_reg) begin  
            tlast_gen = !concat_keep_shift[DATA_BYTE_WD-1];
        end else if(tail_valid_reg && m_axis_tready) begin
            tlast_gen = !concat_keep_shift[DATA_BYTE_WD-1];
        end else begin
            tlast_gen = 1'b0;
        end
    end
    assign s00_axis_tready  = !header_valid_reg | (m_axis_tready && m_axis_tlast);
    assign s01_axis_tready  = !data_valid_reg  | (m_axis_tready && m_axis_tlast) | (m_axis_tready && m_axis_tvalid && !last_sv_reg) ;
    assign m_axis_tdata  = concat_data_shift[2*DATA_WD-1      :      DATA_WD];
    assign m_axis_tvalid = concat_keep_shift[  DATA_BYTE_WD                 ] | m_axis_tlast;
    assign m_axis_tkeep  = concat_keep_shift[2*DATA_BYTE_WD-1 : DATA_BYTE_WD];
    assign m_axis_tlast  = tlast_gen;
endmodule
`resetall
`resetall
`timescale 1ns / 1ps
`default_nettype none
module axi_stream_insert_header #(
    parameter DATA_WD = 32,
    parameter DATA_BYTE_WD = DATA_WD / 8
) (
    input                        clk,
    input                        rst,
    input                        s00_axis_tvalid,
    input   [DATA_WD-1 : 0]      s00_axis_tdata,
    input   [DATA_BYTE_WD-1 : 0] s00_axis_tkeep,
    output                       s00_axis_tready,
    input                        s01_axis_tvalid,
    input   [DATA_WD-1 : 0]      s01_axis_tdata,
    input   [DATA_BYTE_WD-1 : 0] s01_axis_tkeep,
    input                        s01_axis_tlast,
    output                       s01_axis_tready,
    output                       m_axis_tvalid,
    output  [DATA_WD-1 : 0]      m_axis_tdata,
    output  [DATA_BYTE_WD-1 : 0] m_axis_tkeep,
    output                       m_axis_tlast,
    input                        m_axis_tready
);
    wire                        valid_in;
    wire [DATA_WD-1 : 0]        data_in;
    wire [DATA_BYTE_WD-1 : 0]   keep_in;
    wire                        last_in;
    wire                        ready_in;
    BypassFIFO_wrap#(
        .DEPTH       (1                                             ),   
        .DATA_WD     (DATA_WD + DATA_BYTE_WD + 1                    )
    ) u_buffer(
        .clk         (clk                                           ),
        .rst_n       (!rst                                          ),
        .valid_pre_i (s01_axis_tvalid                               ),
        .data_pre_i  ({s01_axis_tdata,s01_axis_tkeep,s01_axis_tlast}),
        .ready_pre_o (s01_axis_tready                               ),
        .valid_post_o(valid_in                                      ),
        .data_post_o ({data_in,keep_in,last_in}                     ),
        .ready_post_i(ready_in                                      )
    );
    DataInserterStream #(
        .DATA_WD        (DATA_WD        ),
        .DATA_BYTE_WD   (DATA_BYTE_WD   )
    ) u_DI(
        .clk            (clk            ),
        .rst            (rst            ),
        .s00_axis_tvalid(s00_axis_tvalid),
        .s00_axis_tdata (s00_axis_tdata ),
        .s00_axis_tkeep (s00_axis_tkeep ),
        .s00_axis_tready(s00_axis_tready),
        .s01_axis_tvalid(valid_in       ),
        .s01_axis_tdata (data_in        ),
        .s01_axis_tkeep (keep_in        ),
        .s01_axis_tlast (last_in        ),
        .s01_axis_tready(ready_in       ),
        .m_axis_tvalid  (m_axis_tvalid  ),
        .m_axis_tdata   (m_axis_tdata   ),
        .m_axis_tkeep   (m_axis_tkeep   ),
        .m_axis_tlast   (m_axis_tlast   ),
        .m_axis_tready  (m_axis_tready  )
    );
endmodule
`resetall
### ./run.sh
#!/bin/bash
# OpenROAD 26Q1-2900-gdf79404cd8, Yosys 0.63+post, stock flow scripts
make -C /OpenROAD-flow-scripts/flow DESIGN_CONFIG=/design/flow/config.mk WORK_HOME=/design/flow/orfs finish
### ./config.mk
export PLATFORM = sky130hd
export DESIGN_NAME = axi_stream_insert_header
export DESIGN_NICKNAME = axi_stream_insert_header
export VERILOG_FILES = /design/flow/design.v
export SDC_FILE = /design/flow/constraint.sdc
export NUM_CORES = 4
export LEC_CHECK = 1
export CORE_UTILIZATION = 30
### ./constraint.sdc
current_design axi_stream_insert_header

set clk_period 22.1
set clk_io_pct 0.2

create_clock -name clk0 -period $clk_period [get_ports {clk}]

set non_clock_inputs [all_inputs -no_clocks]
set_input_delay [expr $clk_period * $clk_io_pct] -clock clk0 $non_clock_inputs
set_output_delay [expr $clk_period * $clk_io_pct] -clock clk0 [all_outputs]
==> results.yml <==
# physical design summary
placement:
  dp_cells: 1510
  portBuffers: 117
  hpwl_um: 24600
  gp_routability_congestion: 1.01
  place_area_um2: 10500
  pre_cts_slack_ns: 9.83
cts:
  clock-root-buffer: "clkbuf_16"
  cts.sinks: 151
  cts_resized: 0
  post_cts_buffers: 0
  cts_made_buffers: 17
  htree_levels: 4
  cts_buffer_depth: 2
  clk_latency_ns: 0.42
  ctsHoldBuffers: 0
  cts_tree: "yes"
  path_clk_slew_ns: 0.06
critical_path:
  r2r_setup_slack_ns: 17.79
  critPathSlowestCell: "buf_4"
  path_max_fanout: 63
  cp_data_arrival_time_ns: 7.88
  end_kind: "output port"
  crit_family: "buffers and inverters"
  cp.depth: 11
  critPathBufInv: 4
  cpMostUsedCell: "buf_4"
  rr_worst_depth: 9
  path_class: "in2out"
  crit_required_ns: 17.68
  critPathLaunchType: "input pin"
  crit_chain: "buf_4, buf_4, o21ba_2, a22oi_1, buf_4, nor2_1, a22o_1, a22oi_1, mux2_2, a21oi_1, clkdlybuf4s50_1"
  max_stage_delay_ns: 0.56
route:
  drc: 0
  wl_um: 33600
  wire_per_inst_um: 21.8
  ant_nets: 0
  drtPass1Iterations: 5
  num_antenna_cells: 0
  drt_iter0_drc: 910
  vias: 8460
  viasPerCell: 5.49
floorplanning:
  die_w_um: 178
  die_h_um: 178
  pin_count: 118
  die-area_um2: 31600
  core_area_um2: 30000
  fp-row-count: 63
  floorplan.core_util: 0.308
synth:
  dominantRegCellSynth: "dfxtp_1"
  postSynthCellCount: 1102
  yosys.stat.seqShare: 0.347
  ys_async_sr_fraction: 0.252
  ys_chip_area_um2: 9260
  edf_count: 0
  syn_area_per_cell_um2: 8.40
  synth_area_um2: 9260
  ys_cells: 1102
  synth_cell_types: 73
  yosysWarnings: 3
  ys_ff: 151
power_and_ir_drop:
  power_density_nw_per_um2: 69.1
  vdd_ir_drop_max_mv: 0.0484
  clkPwrFrac: 0.386
  leakage_nw: 4.08
  p_int_mw: 0.537
  swShare: 0.297
  p_total_mw: 0.763
  power.switching_mw: 0.226
  p_comb_frac: 0.184
  pwr-share-seq: 0.431
final_timing:
  final-max-slew-violation-count: 0
  fin_crit_sh: 0.557
  setup_viol: 0
  max-slew-margin-rel: 0.323
  max_freq_mhz: 81.3
  worst_hold_slack_ns: 0.458
  fin_ws_ns: 9.80
  grt_setup_unrepaired: "false"
  min_period_ns: 12.30
  fin_worst_skew_ns: 0.0101
  worst_pin_slew_ns: 1.01
  final.setup.tns_ns: 0
  finalHoldViolCount: 0
global_route:
  antenna_found_initial: 0
  grt_pass1_vias: 8060
  grt_max_degree: 64
  grt_use_total: 0.220
  grt_pass1_wl_um: 50900
  overflow: 0
final_layout:
  nFillCells: 3055
  largest_reg_flops: 37
  stdcell_area_um2: 11000
  final_cells: 1542
  regMostFlops: "u_buffer.genblk1.u_buffer_unit.data_buf"
  final_util: 0.368
  drive_above_1_share: 0.135
  syn_to_final_growth_pct: 19.2
flow_run:
  log.warning_count: 25
  drv_cap: 0
worst_hold_path:
  hold_path_class: "reg2reg"
  holdPathStages: 2
outcome:
  status: "complete, no violations"
## synthesized netlist by cell type, drive strengths merged (38+ instances only)
cell type,instances,share of area
mux2,69,0.084
nor3,42,0.024
buf,79,0.055
dfxtp,113,0.24
clkbuf,47,0.019
o21ai,44,0.024
mux2i,97,0.10
nand2,189,0.077
a21oi,92,0.050
nor2,61,0.026
dfrtp,38,0.10
a211oi,42,0.034
## power by group through the flow
stage / logic (mW) / registers [mW] / clock network [mW]
CTS: 0.140 / 0.328 / 0.301
global route: 0.152 / 0.333 / 0.312
finish: 0.140 / 0.329 / 0.294
## cell type report
class | count | area (um^2) | area share
multi-input combinational | 818 | 5350 | 0.485
sequential | 151 | 3210 | 0.291
timing repair buffer | 144 | 1370 | 0.124
tap | 390 | 488 | 0.0442
clock buffer | 19 | 453 | 0.0410
clock inverter | 13 | 139 | 0.0126
inverter | 7 | 26.3 | 0.00238
## kinds of logic (layout without fill, tap and decap cells)
family,count (synthesis),after routing,share of synthesized area
multiplexers,166,166,0.189
flip-flops,151,151,0.347
AND-OR/OR-AND,299,299,0.216
AND/OR/NAND/NOR,353,353,0.171
buffers and inverters,133,183,0.0770
## path summary, 6_finish.rpt
kind,startpoint,to
setup reg to reg,u_DI.res_valid_reg,u_DI.res_data_reg[9]
hold reg to reg,u_DI.header_data_reg[4],u_DI.header_data_reg[4]
setup / recovery,rst,m_axis_tdata[15]
hold / removal,u_DI.header_data_reg[4],u_DI.header_data_reg[4]
min in group asynchronous,rst,u_buffer.genblk1[1].u_buffer_unit.data_buf[6]
max in group asynchronous,rst,u_buffer.genblk1[1].u_buffer_unit.valid_buf
## layer usage
layer	vias up	part of all wire	GRT usage
li1	4048	-	-
met1	4014	0.47	0.342
met2	339	0.42	0.313
met3	59	0.067	0.0390
met4	0	0.037	0.0677
met5	-	0	0
## cells in the final DEF, fill, tap and decap left out, types with 40 or more instances in the layout
cell type,instances
mux2_2,69
nor2_1,58
dfxtp_1,113
a211oi_1,42
mux2i_1,97
o21ai_0,40
clkdlybuf4s50_1,116
nor3_1,40
a21oi_1,92
nand2_1,188
## worst min-delay path: cells and delay by family (launching register included)
family | cells | cell delay (ns)
and+or+nand+nor | 1 | 0.05
DFF | 1 | 0.31
AOI/OAI and AO/OA | 1 | 0.05
Power and IR drop assume default switching activity.
